[design/flow/config.mk]
export PLATFORM = sky130hd
export DESIGN_NAME = apb_fastdecode
export DESIGN_NICKNAME = apb_fastdecode
export VERILOG_FILES = /design/flow/design.v
export SDC_FILE = /design/flow/constraint.sdc
export NUM_CORES = 4
export LEC_CHECK = 1
export CORE_AREA = 10 10 91 91
export DIE_AREA = 0 0 101 101
[design/flow/constraint.sdc]
current_design apb_fastdecode

set clk_period 1.0
set clk_io_pct 0.2

create_clock -name clk0 -period $clk_period

set non_clock_inputs [all_inputs -no_clocks]
set_input_delay [expr $clk_period * $clk_io_pct] -clock clk0 $non_clock_inputs
set_output_delay [expr $clk_period * $clk_io_pct] -clock clk0 [all_outputs]
[design/flow/design.v]
module apb_fastdecode
#(parameter PORTS      = 2,   
            MS_SLVADR  = 9,   
            TOP_DEFAULT = 0   
 )
(
   input      [31:0] s_paddr,    
   input             s_pwrite,
   input             s_psel,
   input             s_penable,
   input      [31:0] s_pwdata,
   output     [31:0] s_prdata,
   output            s_pready,
   output            s_pslverr,
   output    [MS_SLVADR:0] m_paddr,  
   output                 m_pwrite,
   output     [PORTS-1:0] m_psel,
   output                 m_penable,
   output          [31:0] m_pwdata,
   input   [PORTS*32-1:0] m_prdata,
   input      [PORTS-1:0] m_pready,
   input      [PORTS-1:0] m_pslverr
);
localparam SELBITS = PORTS<=2    ? 1 :
                     PORTS<=4    ? 2 :
                     PORTS<=8    ? 3 :
                     PORTS<=16   ? 4 : 
                     PORTS<=32   ? 5 :
                     PORTS<=64   ? 6 :
                     PORTS<=128  ? 7 :
                     0 ;  
wire select_error;    
wire [SELBITS-1:0] pre_select_bits,select_bits;
   assign m_paddr   = s_paddr[MS_SLVADR:0]; 
   assign m_pwrite  = s_pwrite;
   assign m_penable = s_penable;
   assign m_pwdata  = s_pwdata;
   assign pre_select_bits = s_paddr[MS_SLVADR+1 +: SELBITS];
   assign select_error = pre_select_bits>=PORTS;
   assign select_bits  = TOP_DEFAULT & select_error ? PORTS-1 :  pre_select_bits;
   assign m_psel    = ~TOP_DEFAULT & select_error ? {PORTS{1'b0}} : s_psel<<select_bits;
   assign s_prdata  = m_prdata[select_bits*32 +: 32];
   assign s_pready  = m_pready[select_bits]  | (~TOP_DEFAULT & select_error);
   assign s_pslverr = m_pslverr[select_bits] | (~TOP_DEFAULT & select_error);
endmodule
[design/flow/run.sh]
#!/bin/bash
# OpenROAD 26Q1-2900-gdf79404cd8, Yosys 0.63+post, stock flow scripts
make -C /OpenROAD-flow-scripts/flow DESIGN_CONFIG=/design/flow/config.mk WORK_HOME=/design/flow/orfs finish
==> impl_metrics.json <==
{
  "rsz0062_at_grt": "true",
  "warning_count": 55,
  "p_leak_nw": 0.9471,
  "routedWlPerCell_um": 15.35,
  "critical_path_required_ns": 0.80,
  "power_density_nw_per_um2": 374.8,
  "dieArea_um2": 10200,
  "cp_max_fo": 7,
  "yosysTopAreaCell": "mux2_4",
  "top_cell_area_share": 0.4686,
  "ys_cells": 84,
  "cts_hold_buffers": 0,
  "placed_area_um2": 1693,
  "port_buffers": 106,
  "cp-end-kind": "output pin",
  "post-route-period-util": 1.275,
  "drv_cap": 0,
  "relSlewSlack": 0.8599,
  "area_delta_synth_final_pct": 91.63,
  "synth_cell_type_count": 8,
  "ys_seq_frac": 0,
  "grt_antenna_before_repair": 0,
  "area_leaders": "mux2_4, buf_4, mux2_2, buf_12, buf_8",
  "netlist_area_um2": 897.1,
  "flops": 0,
  "die_w_um": 101,
  "ant_nets": 0,
  "antenna_cells": 0,
  "drtIter0Drc": 5,
  "fmax_mhz": 784.4,
  "total_power_mw": 0.6443,
  "hp-class": "primary input to output pin",
  "fin_area_um2": 1719,
  "worstMarginPinSlew_ns": 0.2102,
  "grt-ovfl-total": 0,
  "critical_path_arrival_ns": 1.07,
  "path_class": "primary input to output pin",
  "grt_pass1_wl_um": 5154,
  "clock_buffers": 0,
  "hold_viol": 0,
  "syn_inst": 84,
  "drc": 0,
  "comb_area_um2": 515.5,
  "io_pins": 215,
  "cp-start-kind": "primary input",
  "violations": "setup timing",
  "setup_viol": 35,
  "fp.dieH_um": 101,
  "avgSynthCellArea_um2": 10.68,
  "rows": 29,
  "place_congestion": 0.6608,
  "fp_util": 0.1413,
  "setup_slack_ns": -0.2749,
  "hpwl_um": 2948,
  "regArea_um2": 0,
  "num_vias": 827,
  "vias_per_cell": 3.549,
  "grtUsageTotal": 0.06172,
  "first_pass_iters": 2,
  "drv_slew": 0,
  "fin_crit_ns": 1.275,
  "yosys_area_um2": 897.1,
  "fillers": 665,
  "drive_gt1_frac": 0.5385,
  "status": "finished with violations",
  "peakVddDrop_v": 0.0002158,
  "grt_max_degree": 11,
  "grt_pass1_vias": 928,
  "yosysWarnings": 0,
  "core-area_um2": 6350,
  "hold-worst-slack_ns": 0.4000,
  "tns_ns": -6.055,
  "routed_wl_um": 3577
}
## synth_stat cells, drive strengths merged
library cell  number
mux2              34
buf               48
nor2b              1
and2               1
## placed cells by master (no fill, tap or decap), drive strengths merged
master and count:
mux2 34, dlygate4sd2 44, clkdlybuf4s15 1, and2 1
clkdlybuf4s50 17, clkbuf 1, buf 49, dlymetal6s2s 8
nor2b 1
## cell families after synthesis
group	Yosys count	synth area share
simple gates	2	0.01396
buf+inv	48	0.4421
mux	34	0.5439
## critical path, stage by stage
cell	delay, ns
buf_12	0.10
buf_12	0.12
buf_12	0.13
buf_6	0.11
mux2_4	0.30
buf_6	0.11
## area by class of cell
type | instances | area share
Tap cell | 77 | 0.05604
Timing Repair Buffer | 120 | 0.6441
Multi-Input combinational cell | 36 | 0.2999
## where the power goes
group          internal (mW)  switching [mW]  total, mW
clock network              0               0          0
registers                  0               0          0
logic                  0.501           0.144      0.644
## path summary, 6_finish.rpt
| check | start | to | slack [ns] | cells past startpoint |
|---|---|---|---|---|
| worst max-delay path | s_paddr[10] | s_prdata[11] | -0.27 | 6 |
| worst min-delay path | s_paddr[0] | m_paddr[0] | 0.40 | 0 |
## metal layers
layer,vias up,track usage,part of all wire
met2,88,0.08993,0.42
met5,-,0,0
met3,14,0.03812,0.17
li1,383,-,-
met4,0,0.01822,0.023
met1,342,0.07371,0.39
## metrics by stage
stage / setup slack, ns / util / std cells
finish: -0.2749 / 0.2707 / 233
floorplan: 0.04034 / - / 84
detailed placement: -0.5368 / 0.2666 / 221
CTS: -0.2987 / 0.2676 / 233
global route: -0.2908 / 0.2707 / 233
global placement: -0.5289 / 0.2666 / 221
## what timing repair did
action,in CTS,in global routing
cloned,1,0
gates resized,172,17
setup buffers,12,2
setup endpoints to repair,36,35
Power and IR drop assume default switching activity.

==> design.v <==
module apb_edgeirq (
   input             reset_n,
   input             enable,   
   input             pclk,            
   input      [ 2:0] paddr,    
   input             pwrite,
   input             psel,
   input             penable,
   input      [31:0] pwdata,
   output reg [31:0] prdata,
   output            pready,
   output            pslverr,
   output            irq,
   input      [ 3:0] irq_posedge
);
reg  [3:0] edge_detect;   
reg  [3:0] irq_control;   
reg  [3:0] irq_edgeseen;  
wire [3:0] irq_pending;   
wire apb_write = psel & penable & pwrite;
wire apb_read  = psel & ~pwrite;
   assign pready  = 1'b1;
   assign pslverr = 1'b0;
   assign irq_pending = irq_edgeseen & irq_control;
   assign irq = |irq_pending;
   always @(posedge pclk or negedge reset_n)
   begin : rr
      integer b;
      if (!reset_n)
      begin
         edge_detect  <= 4'h0;
         irq_edgeseen <= 4'h0;
         irq_control  <= 4'h0;
         prdata    <= 32'h0;
      end  
      else if (enable)
      begin
         edge_detect <= irq_posedge;
         for (b=0; b<4; b=b+1)
         begin
            if (~edge_detect[b] & irq_posedge[b])
               irq_edgeseen[b] <= 1'b1;
            else
            begin
               if (apb_write && (paddr==3'h4) && pwdata[b])
                  irq_edgeseen[b] <= 1'b0;
            end
         end
         if (apb_write)
         begin
            case (paddr)
            3'h0  : irq_control <= pwdata[3:0];
           endcase
         end  
         if (apb_read)
         begin
            case (paddr)
            3'h0 : prdata <= {28'h0,irq_control};
            3'h4 : prdata <= {24'h0,irq_pending,irq_edgeseen};
            endcase
         end  
         else
            prdata <= 32'h0;  
      end  
   end  
endmodule
==> run.sh <==
#!/bin/bash
# OpenROAD 26Q1-2900-gdf79404cd8, Yosys 0.63+post, stock flow scripts
make -C /OpenROAD-flow-scripts/flow DESIGN_CONFIG=/design/flow/config.mk WORK_HOME=/design/flow/orfs finish
==> config.mk <==
export PLATFORM = sky130hd
export DESIGN_NAME = apb_edgeirq
export DESIGN_NICKNAME = apb_edgeirq
export VERILOG_FILES = /design/flow/design.v
export SDC_FILE = /design/flow/constraint.sdc
export NUM_CORES = 4
export LEC_CHECK = 1
export CORE_AREA = 10 10 81 81
export DIE_AREA = 0 0 91 91
==> constraint.sdc <==
current_design apb_edgeirq

set clk_period 1.2
set clk_io_pct 0.2

create_clock -name clk0 -period $clk_period [get_ports {pclk}]

set non_clock_inputs [all_inputs -no_clocks]
set_input_delay [expr $clk_period * $clk_io_pct] -clock clk0 $non_clock_inputs
set_output_delay [expr $clk_period * $clk_io_pct] -clock clk0 [all_outputs]
==> deck_impl_summary.md <==
Flow Results at a Glance

Pwr
  – VDD IR-drop max: around 0.00049 V
  – Combinational share of power: 0.191
  – Pwr Density: 957 nW/um2
  – Seq pwr share: 0.510
  – Clock network power share: 0.300
  – P_sw: 342 uW
  – Leak pwr: 0.000748 uW
  – Int Power: 1100 uW
  – Sw Share: 0.237

Synthesis
  – Post-Syn Instances: 97
  – Yosys reg bits: 20
  – Most common cell in the netlist: buf_4
  – Chip area in the Yosys report: ~1100 um2
  – Dominant cell area share: 0.464
  – Flip-flops with a built-in enable: 0
  – Synth cell count leaders: buf_4, dfrtp_1, o2bb2ai_1, nand2_1
  – Synth cell types: 22
  – Dominant flop cell: dfrtp_1
  – Yosys cell count: approximately 97
  – Syn avg cell area: between 10 and 15 um2
  – Synth Cell Area: approximately 1100 um2
  – Area leader, netlist: dfrtp_1
  – Main area contributors: dfrtp_1, buf_4, o2bb2ai_1
  – Synth Seq Share: 0.464
  – Synth Warn #: 1
  – Ys async rst share: 1.00

Clock tree
  – Root buffer cell: clkbuf_8
  – Hold buffer count at cts: 0
  – Worst-path clk slew: 0.07 ns
  – Htree depth: 1
  – Total CTS buffers: 3
  – Latency at later pin: ~0.25 ns
  – TritonCTS clock tree: done
  – Clock buffer depth: 2
  – Clk sink count: 20

Floorplan
  – Pre-Place Util: 0.224
  – Die Wd: about 90 um
  – Die height: 91 um
  – Die Size: 8280 um2
  – FP Rows: 25
  – IO Pins: 80
  – Core area: between 4000 and 5000 um2

Setup path
  – Critical path launch point type: flop
  – Worst Path Required: approximately 0.96 ns
  – CP Max Fanout: 2
  – CP max stage delay: ~0.4 ns
  – Crit-path slowest cell: dfrtp_1
  – Crit-path leading delay family: flip-flops
  – Buf+Inv Stages, Crit Path: 1
  – CP endpoint kind: output port
  – WP data arrival: ~1 ns
  – Crit path kind: reg -> out
  – CP cell instances: a22oi_2, nand2_1, buf_2

Route
  – DRT iter0 DRCs: about 45
  – DR vias/cell: roughly 3.8
  – Via count: 800
  – Antenna diode count: 0
  – Routed len/inst: 12.8 um
  – Routed wire length: between 2000 and 3000 um
  – Residual DRC: 0
  – Drt first pass iters: 4
  – Antenna Nets Post-Route: 0

Finish
  – Area growth syn-to-layout: 39.7%
  – Layout cell share with drive strength beyond 1: 0.245
  – Tally of non-filler cells in the final layout: around 210
  – Post-Route Utilization: 0.313

Run status
  – Failing checks: negative setup slack
  – Status: finished, violations left

Global route
  – Met2 usage: 0.0955
  – Remaining global-route overflow: 0
  – Initial antenna violation count: 0
  – Vias in the first global route: 850
  – Met1 Resource Use GR: 0.0859
  – First-pass GRT wire length: 4330 um
  – Largest net degree at the start of global routing: 21
  – Met3 global-route usage: 0.0290
  – Busiest layer in global routing: met2
  – GRT Total Usage: 0.0632

Placement
  – Setup slack at placement: -0.465 ns
  – Placed Cells incl. Taps: 201
  – Placer congestion estimate: between 0.7 and 0.8
  – IO Port Bufs: 25
  – Post-detail-place hpwl: around 2200 um

Hold path
  – Worst min-delay path category: in -> async

STA
  – Fin. Hold Viols: 0
  – Max-slew violation total from the final report: 0
  – Worst hold margin: around 0.32 ns
  – Fmax: a little under 800 MHz
  – Minimum clock period after layout: 1.27 ns
  – Post-Route Skew: approximately 0.0012 ns
  – Worst setup slack after layout: -0.0729 ns
  – Post-route setup TNS: -0.0729 ns
  – Unrepaired setup endpoints after global routing: true
  – Period utilization: 1.06
  – Final setup viols: 1

Job
  – Tool Warnings: about 56
  – Max_cap viols: 0
==> final cells by class <==
class | instances | area, um2
fill | 521 | 3310
sequential | 20 | 500
inverter | 4 | 15.0
multi-input combinational | 69 | 472
tap | 67 | 83.8
clock buffer | 3 | 41.3
timing repair buffer | 47 | 394
==> layout by cell type (no fill, tap or decap), drive strengths merged, types with 2 or more instances in the layout <==
cell | netlist | routed
dfrtp | 20 | 20
nand2 | 5 | 5
o21ai | 5 | 5
mux2 | 4 | 4
clkdlybuf4s15 | 0 | 2
clkdlybuf4s50 | 0 | 9
nand4 | 4 | 4
mux2i | 4 | 4
clkbuf | 0 | 3
o2bb2ai | 8 | 8
buf | 28 | 23
inv | 4 | 4
conb | 2 | 26
a32o | 4 | 4
a22oi | 2 | 2
dlygate4sd2 | 0 | 13
==> sequential cells by signal (all words and copies together) (netlist names) <==
register / count
irq_control: 4
irq_edgeseen: 4
edge_detect: 4
prdata: 8
==> through the flow <==
stage / cell area (um2) / power, uW
after global routing: 1510 / 1510
final: 1510 / 1440
after global placement: 1430 / 1030
after floorplan: 1190 / 905
after CTS: 1500 / 1460
after detailed placement: 1430 / 1030
==> timing repair <==
action | 4_1_cts | 5_1_grt
setup buffers | 6 | 0
setup endpoints to repair | 21 | 9
gates resized | 20 | 3
pin swaps | 4 | 2
==> metal layers <==
metal	part of all wire	up-vias	wire length, um
li1	-	387	-
met1	0.47	379	1270
met2	0.44	32	1200
met3	0.080	2	215
met4	0.0033	0	9
met5	0	-	0
==> logic make-up after synthesis <==
family,Yosys count,synth area share
AND/OR/NAND/NOR,16,0.101
other,2,0.00696
multiplexers,8,0.0789
flip-flops,20,0.464
AND-OR/OR-AND,19,0.139
buffers and inverters,32,0.210
==> power groups by stage <==
stage | Combinational (uW) | Clock (uW) | Sequential (uW)
finish | 275 | 432 | 735
global route | 303 | 463 | 741
CTS | 278 | 445 | 733
==> path summary, 6_finish.rpt <==
path	slack (ns)	end	from	depth (start not counted)
setup / recovery	-0.07	irq	irq_control[1]	3
max in group asynchronous	0.67	irq_control[2]	reset_n	2
setup reg to reg	0.30	irq_control[1]	irq_control[1]	2
hold reg to reg	0.44	irq_edgeseen[3]	edge_detect[3]	1
hold / removal	0.32	prdata[3]	reset_n	2
min in group clk0	0.44	irq_edgeseen[3]	edge_detect[3]	1
Power figures rest on the tool's default switching activity, not on a simulated workload.

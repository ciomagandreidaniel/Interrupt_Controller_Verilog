[design/flow/run.sh]
#!/bin/bash
# OpenROAD 26Q1-2900-gdf79404cd8, Yosys 0.63+post, stock flow scripts
make -C /OpenROAD-flow-scripts/flow DESIGN_CONFIG=/design/flow/config.mk WORK_HOME=/design/flow/orfs finish
[design/flow/config.mk]
export PLATFORM = sky130hd
export DESIGN_NAME = apb_decode
export DESIGN_NICKNAME = apb_decode
export VERILOG_FILES = /design/flow/design.v
export SDC_FILE = /design/flow/constraint.sdc
export NUM_CORES = 4
export LEC_CHECK = 1
export CORE_AREA = 10 10 112 112
export DIE_AREA = 0 0 122 122
[design/flow/constraint.sdc]
current_design apb_decode

set clk_period 7.6
set clk_io_pct 0.2

create_clock -name clk0 -period $clk_period

set non_clock_inputs [all_inputs -no_clocks]
set_input_delay [expr $clk_period * $clk_io_pct] -clock clk0 $non_clock_inputs
set_output_delay [expr $clk_period * $clk_io_pct] -clock clk0 [all_outputs]
[design/flow/design.v]
module apb_decode
#(parameter PORTS      = 3,      
            BOTREGION  = 1024,   
            REGION     = 3072,   
            TOP_DEFAULT   = 0    
 )
(
   input      [31:0] s_paddr,    
   input             s_pwrite,
   input             s_psel,
   input             s_penable,
   input      [31:0] s_pwdata,
   output     [31:0] s_prdata,
   output            s_pready,
   output            s_pslverr,
   output          [31:0] m_paddr,    
   output                 m_pwrite,
   output reg [PORTS-1:0] m_psel,
   output                 m_penable,
   output          [31:0] m_pwdata,
   input   [PORTS*32-1:0] m_prdata,
   input      [PORTS-1:0] m_pready,
   input      [PORTS-1:0] m_pslverr
);
localparam BOT    = BOTREGION,               
           TOP    = BOTREGION+REGION*PORTS;  
localparam SELBITS = PORTS<=2    ? 1 :
                     PORTS<=4    ? 2 :
                     PORTS<=8    ? 3 :
                     PORTS<=16   ? 4 : 
                     PORTS<=32   ? 5 :
                     PORTS<=64   ? 6 :
                     0 ;  
wire               select_error;    
reg  [SELBITS-1:0] select_bits;   
   assign m_paddr   = s_paddr; 
   assign m_pwrite  = s_pwrite;
   assign m_penable = s_penable;
   assign m_pwdata  = s_pwdata;
   always @( * )
   begin : dec
      integer adrs_loop;
      select_bits = 0; 
      for (adrs_loop=BOT+REGION; adrs_loop<TOP; adrs_loop=adrs_loop+REGION)
      begin
         if (s_paddr>=adrs_loop)
            select_bits = select_bits + 1;
      end
   end
   assign select_error = !(s_paddr>=BOT && s_paddr<TOP);
   always @( * )
   begin
      if (select_error)
      begin
         if (TOP_DEFAULT)
            m_psel = s_psel<<(PORTS-1);
         else
            m_psel = {PORTS{1'b0}};         
      end
      else
         m_psel = s_psel<<select_bits;      
   end
   assign s_prdata  = m_prdata[select_bits*32 +: 32];
   assign s_pslverr = (m_pslverr[select_bits] | (select_error & ~TOP_DEFAULT));
   assign s_pready  = (m_pready[select_bits] | (select_error & ~TOP_DEFAULT));
endmodule
==> run summary <==
This note records the results obtained with Yosys and OpenROAD.

Status
The run finished with clean final reports.

Routing
The diode insertion count for antenna repair is 0. Per the detailed-route log, wirelength across all metal layers totals 7290 um. Per the log, the first TritonRoute iteration ended with a DRC count of 38. The detailed-router iteration count before antenna repair is 4.

In this run the remaining antenna-violating nets after routing total 0. The DRC violation count after routing is 0. The vias after detailed routing is 1,726. The average vias per placed instance is 3.87. The per-cell routed wire length is 16.3 um.

Layout
At the end of the flow the core is filled with cells to 27.6%. The post-route netlist has 1.94% of its cells at a drive strength greater than 1. Summing all flip-flop and latch instances after layout gives 0 um^2.

The count of sequential standard cells is 0. The final-layout clock buffer total is 0. The layout overhead on the synthesized area is 111%.

Floorplan
The horizontal die dimension reported for this design is 122 um. Measured along the y axis, the die boundary spans 122 um. According to the floorplan log, the row count is 37.

In this run the standard cell core region covers 0.0102 mm^2. The chip occupies 0.0149 mm^2. In the floorplan report the effective utilization is 13.1%. The number of ports placed on the die boundary is 272.

Setup path
The critical path is of the input port to primary output type. The critical path arrival is 4.86 ns. The endpoint kind of the worst setup timing path is a primary output. The sort of element at the start of the critical path is an input port.

For the worst setup path, the data required time is 6.08 ns. Looking at the critical path, the highest net fanout was 35.

Synth
The mapped cell area is 0.00134 mm^2. Counting the warning lines in the Yosys log gives 1. The synthesized area per cell is 6.59 um^2. The fraction of the yosys area taken by sequential cells is 0%. The count of instantiated cells in the yosys netlist is 203. The cell count after synthesis is 203. The synthesized design spends more area on one cell type than any other, namely sky130_fd_sc_hd__buf_4. The area figure in the yosys stat output is 0.00134 mm^2. The post-synthesis cell type count is 19. After synthesis, the cell types taking the most area are sky130_fd_sc_hd__buf_4 (37%), sky130_fd_sc_hd__mux2i_1 (25%), sky130_fd_sc_hd__o21ai_0 (12%), sky130_fd_sc_hd__nand2_1 (9.8%), sky130_fd_sc_hd__nor4_1 (2.3%). The top-area cell type share of the netlist area is 37.0%.

Global routing
The number of antenna violations at the first check in global routing was 0. Entering global routing, the biggest net connects 38 pins. The number of global-route vias before repair is 1,789. Recorded from the global router log, the overflow total was 0. The first global-routing pass estimated 10,200 um of wire. The combined global-route utilization of all metal layers is 8.42%.

Clocking
The number of buffers added for setup after CTS is 0. Once the clock tree was built, the resizer swapped 0 gates to a different size. The number of buffers inserted for hold repair after clock tree synthesis is 0.

Placement
Detailed placement ended at an HPWL of 6280 um. The worst setup slack before clock tree synthesis is 1.15 ns. In this run the tool buffered the top-level ports with 184 buffer cells. The final weighted congestion recorded by global placement is 0.888.

STA
The critical path in the final layout is reported with a setup slack of 1.22 ns. The final timing report lists a hold violation count of 0. The sum of negative setup slack is 0 ns.

The clock period minus worst slack is 6.38 ns. Per the slew report, the remaining headroom to the max-slew limit stands at 41.8%. Counting pins that exceed their max-slew limit in the final report gives 0.

The tightest hold margin is 3.04 ns. The maximum operating frequency is 157 MHz. The setup violation total in the final timing report is 0. The period utilization is 84.0%. Setup repair after global routing left no endpoint under its margin. The measured slew at the worst slew-check pin is 0.872 ns.

Run
The number of warnings reported in the stage logs is 32. The run reported a max-capacitance violation count of 0.

Power and ir drop
Overall power consumption after layout is estimated at 0.107 mW. The script extracted a total leakage power of 1.00 nW. The worst vdd rail ir drop is 0.0133 mV. Power spread over the standard cell area amounts to 37.8 mW/mm^2.

Worst hold path
According to the hold report, the worst path is of the input port to primary output type.
power by group:
part	internal [mW]	leakage (nW)	switching, mW
sequential	0	0	0
combinational	0.0860	1.00	0.0209
clock	0	0	0
kinds of logic (layout without fill, tap and decap cells):
| family | after synthesis | count (layout) | synth area share [%] |
|---|---|---|---|
| AND-OR/OR-AND | 35 | 35 | 14.0 |
| adder cells (fa/ha/maj) | 1 | 1 | 0.935 |
| AND/OR/NAND/NOR | 55 | 55 | 19.1 |
| buffers and inverters | 78 | 185 | 40.5 |
| multiplexers | 34 | 34 | 25.4 |
path summary, 6_finish.rpt:
check / startpoint / endpoint / cells past startpoint
max: s_paddr[15] / m_psel[2] / 9
min: s_paddr[0] / m_paddr[0] / 0
area by class of cell:
type                       instances  area, um^2
fill                            1095        7410
multi-input combinational        125         806
tap                              136         170
timing repair buffer             185        1850
stage by stage:
step / instances / area [um^2]
2_1_floorplan: 203 / 1340
3_3_place_gp: 446 / 2830
3_5_place_dp: 446 / 2830
4_1_cts: 446 / 2830
5_1_grt: 446 / 2830
6_report: 446 / 2830
critical path: stages:
cell and delay [ns]:
sky130_fd_sc_hd__clkdlybuf4s50_1 0.43, sky130_fd_sc_hd__or4_4 0.53, sky130_fd_sc_hd__nor3_1 0.22, sky130_fd_sc_hd__nand3b_1 0.12
sky130_fd_sc_hd__ha_2 0.51, sky130_fd_sc_hd__nor2b_4 0.76, sky130_fd_sc_hd__nand2_1 0.11, sky130_fd_sc_hd__nor3_1 0.15
sky130_fd_sc_hd__clkdlybuf4s50_1 0.49
layer usage:
metal	wire, um	GRT usage [%]
met1	2740	9.59
met2	3400	14.6
met3	1080	3.80
met4	74	0.969
met5	0	0
Yosys cell counts (all sizes together):
cell    number
buf         70
nand2       35
mux2i       34
o21ai       33
clkbuf       8
nor4         5
nand3        3
nor2         3
nor3         3
a2111o       2
and3         1
ha           1
nand3b       1
nor2b        1
or2          1
or4          1
or4b         1
placed cells by master, fill, tap and decap left out, drive strengths merged:
master         instances
a2111o                 2
and3                   1
buf                    1
clkdlybuf4s50        184
ha                     1
mux2i                 34
nand2                 35
nand3                  3
nand3b                 1
nor2                   3
nor2b                  1
nor3                   3
nor4                   5
o21ai                 33
or2                    1
or4                    1
or4b                   1
Power and IR drop assume default switching activity.
